==> design.v <==
module async_fifo #(parameter DEPTH = 8,
                    parameter DATA_WIDTH = 4)(
    input i_wr_clk,
    input i_wr_rstn,
    input i_wr_en,
    input [DATA_WIDTH-1: 0] i_wr_data,
    output o_full,
    input i_rd_clk,
    input i_rd_rstn,
    input i_rd_en,
    output [DATA_WIDTH-1: 0] o_rd_data,
    output o_empty
);
    localparam PTR_WIDTH = $clog2(DEPTH);
    wire [PTR_WIDTH: 0] g_wr_ptr, g_rd_ptr, rd_ptr, wr_ptr;
    wire [PTR_WIDTH: 0] sync_g_wr_ptr, sync_g_rd_ptr;
    wr_ptr_handler #(.PTR_WIDTH(PTR_WIDTH)) wr_hand (
        .i_clk(i_wr_clk),
        .i_rstn(i_wr_rstn),
        .i_en(i_wr_en),
        .i_g_rd_ptr(sync_g_rd_ptr),  
        .o_b_wr_ptr(wr_ptr),
        .o_g_wr_ptr(g_wr_ptr),
        .o_full(o_full)
    );
    ff_sync #(.DATA_WIDTH(PTR_WIDTH)) wr_ff (
        .clk(i_wr_clk),
        .rstn(i_wr_rstn),
        .i_data(g_rd_ptr),
        .o_data(sync_g_rd_ptr)
    );
    ff_sync #(.DATA_WIDTH(PTR_WIDTH)) rd_ff (
        .clk(i_rd_clk),
        .rstn(i_rd_rstn),
        .i_data(g_wr_ptr),
        .o_data(sync_g_wr_ptr)
    );
    rd_ptr_handler #(.PTR_WIDTH(PTR_WIDTH)) rd_hand (
        .i_clk(i_rd_clk),
        .i_rstn(i_rd_rstn),
        .i_en(i_rd_en),
        .i_g_wr_ptr(sync_g_wr_ptr),
        .o_b_rd_ptr(rd_ptr),  
        .o_g_rd_ptr(g_rd_ptr),  
        .o_empty(o_empty)
    );
    fifo_mem #(.DEPTH(DEPTH),
                .DATA_WIDTH(DATA_WIDTH)) memory (
        .i_wr_clk(i_wr_clk),
        .i_wr_en(i_wr_en),
        .i_full(o_full),
        .i_wr_data(i_wr_data),
        .i_b_wr_ptr(wr_ptr),
        .i_rd_clk(i_rd_clk),
        .i_rd_en(i_rd_en),
        .i_empty(o_empty),
        .i_b_rd_ptr(rd_ptr),
        .o_rd_data(o_rd_data)
    );
endmodule  
module ff_sync #(parameter DATA_WIDTH = 3)(
    input clk, rstn,
    input [DATA_WIDTH: 0] i_data,
    output [DATA_WIDTH: 0] o_data
);
    reg [DATA_WIDTH : 0] f1, f2;
    always @(posedge clk or negedge rstn) begin
        if(!rstn) begin
            f1 <= 0;
            f2 <= 0; 
        end
        else begin
            f1 <= i_data;
            f2 <= f1;
        end
    end
    assign o_data = f2;
endmodule  
module fifo_mem #(parameter DEPTH = 8,
                parameter DATA_WIDTH = 4)(
    input i_wr_clk,
    input i_wr_en, i_full,
    input [DATA_WIDTH-1: 0] i_wr_data,
    input [$clog2(DEPTH): 0] i_b_wr_ptr,
    input  i_rd_clk,
    input i_rd_en, i_empty,
    input [$clog2(DEPTH): 0] i_b_rd_ptr,
    output [(DATA_WIDTH-1): 0] o_rd_data
);
    wire [($clog2(DEPTH)-1) : 0] WR_ADDR;
    wire [($clog2(DEPTH)-1) : 0] RD_ADDR;
    assign WR_ADDR = i_b_wr_ptr[($clog2(DEPTH)-1): 0];
    assign RD_ADDR = i_b_rd_ptr[($clog2(DEPTH)-1): 0];    
    reg [(DATA_WIDTH-1) : 0] mem [0: DEPTH-1];
    always @(posedge i_wr_clk)
        if(i_wr_en && !i_full) mem [WR_ADDR] <= i_wr_data;
    assign o_rd_data = mem [RD_ADDR];
endmodule  
module rd_ptr_handler #(parameter PTR_WIDTH = 3)(
    input i_clk, i_rstn, i_en,
    input  [PTR_WIDTH : 0] i_g_wr_ptr,
    output reg [PTR_WIDTH : 0] o_b_rd_ptr,  
    output reg [PTR_WIDTH : 0] o_g_rd_ptr,  
    output reg o_empty
);
    wire [PTR_WIDTH : 0] nxt_b_rd_ptr, nxt_g_rd_ptr;
    wire rd_empty;
    always @(posedge i_clk or negedge i_rstn) begin
        if(!i_rstn) begin
            o_b_rd_ptr <= 0;
            o_g_rd_ptr <= 0;
            o_empty <= 1'b1;
        end
        else begin
            o_b_rd_ptr <= nxt_b_rd_ptr;
            o_g_rd_ptr <= nxt_g_rd_ptr;
            o_empty <= rd_empty;
        end
    end
    assign nxt_b_rd_ptr = o_b_rd_ptr + (~o_empty & i_en);
    assign nxt_g_rd_ptr = nxt_b_rd_ptr ^ (nxt_b_rd_ptr >> 1);
    assign rd_empty = (nxt_g_rd_ptr == i_g_wr_ptr);
endmodule  
module wr_ptr_handler #(parameter PTR_WIDTH = 3)(
    input i_clk, i_rstn, i_en,
    input  [PTR_WIDTH : 0] i_g_rd_ptr,
    output reg [PTR_WIDTH : 0] o_b_wr_ptr,  
    output reg [PTR_WIDTH : 0] o_g_wr_ptr,  
    output reg o_full
);
    wire [PTR_WIDTH : 0] nxt_b_wr_ptr, nxt_g_wr_ptr;
    wire wr_full;
    always @(posedge i_clk or negedge i_rstn) begin
        if(!i_rstn) begin
            o_b_wr_ptr <= 0;
            o_g_wr_ptr <= 0;
            o_full <= 0;
        end
        else begin
            o_b_wr_ptr <= nxt_b_wr_ptr;
            o_g_wr_ptr <= nxt_g_wr_ptr;
            o_full <= wr_full;
        end
    end
    assign nxt_b_wr_ptr = o_b_wr_ptr + (~o_full & i_en);
    assign nxt_g_wr_ptr = nxt_b_wr_ptr ^ (nxt_b_wr_ptr >> 1);
    assign wr_full = (nxt_g_wr_ptr == ({~i_g_rd_ptr [PTR_WIDTH : PTR_WIDTH - 1], i_g_rd_ptr [PTR_WIDTH-2 : 0]}));
endmodule  
==> run.sh <==
#!/bin/bash
# OpenROAD 26Q1-2900-gdf79404cd8, Yosys 0.63+post, stock flow scripts
make -C /OpenROAD-flow-scripts/flow DESIGN_CONFIG=/design/flow/config.mk WORK_HOME=/design/flow/orfs finish
==> config.mk <==
export PLATFORM = sky130hd
export DESIGN_NAME = async_fifo
export DESIGN_NICKNAME = async_fifo
export VERILOG_FILES = /design/flow/design.v
export SDC_FILE = /design/flow/constraint.sdc
export NUM_CORES = 4
export LEC_CHECK = 1
export CORE_UTILIZATION = 30
==> constraint.sdc <==
current_design async_fifo

set clk_period 3.6
set clk_io_pct 0.2

create_clock -name clk0 -period $clk_period [get_ports {i_rd_clk}]
create_clock -name clk1 -period $clk_period [get_ports {i_wr_clk}]

set non_clock_inputs [all_inputs -no_clocks]
set_input_delay [expr $clk_period * $clk_io_pct] -clock clk0 $non_clock_inputs
set_output_delay [expr $clk_period * $clk_io_pct] -clock clk0 [all_outputs]
==> impl_metrics.tcl <==
# metrics dict for downstream scripts
set metrics [dict create \
    fp.coreArea_um2 7810 \
    ff_type "edfxtp_1" \
    antenna_found_initial 0 \
    crit_path_start_kind "register" \
    finalSetupTns_ns 0 \
    worst_hold_slack_ns 0.327 \
    ys_cells 145 \
    yosysTopAreaCellShare 0.391 \
    yosys_area_um2 2460 \
    grt_pass1_wl_um 5870 \
    r2r_start "rd_hand.o_b_rd_ptr[0]" \
    critPathLaunch "rd_hand.o_b_rd_ptr[0]" \
    wirelength_um 3690 \
    p_total_mw 2.46 \
    worst-setup-path-type "register to output pin" \
    pin_count 16 \
    timing.max_cap.violations 0 \
    drc 0 \
    edf_count 32 \
    die_h_um 92.5 \
    setup_viol 0 \
    postSynthSeqShare 0.717 \
    relSlewSlack 0.520 \
    post-place-ws_ns 0.857 \
    hold_buffers 0 \
    place_area_um2 2700 \
    final_cell_area_um2 2860 \
    first_global_vias 1197 \
    synth_warnings 4 \
    synth_area_um2 2460 \
    syn_inst 145 \
    ctsResizeCount 0 \
    worstMarginPinSlew_ns 0.714 \
    grt_max_degree 17 \
    synthArstFlopShare 0.500 \
    ant_nets 0 \
    most_common_cell "edfxtp_1" \
    syn_to_final_growth_pct 16.5 \
    floorplan.core_util 0.315 \
    detail_route.wl_per_cell_um 13.8 \
    worstPathRequired_ns 2.88 \
    layout_setup_ws_ns 0.661 \
    p_per_area_nw_per_um2 859 \
    hold_class "register to register" \
    finClkSkew_ns 0.00643 \
    ys.flops 64 \
    yosys-top-cells-count "32 x edfxtp_1, 31 x dfrtp_1, 9 x xnor2_1, 8 x mux4_2, 8 x nor2_1" \
    endpoint_kind "output pin" \
    dp_hpwl_um 2540 \
    syn-mean-instance-area_um2 17.0 \
    rows 32 \
    gp_congestion 0.778 \
    grt_overflow 0 \
    arrival_ns 2.22 \
    via_per_inst 4.32 \
    layout-drive-gt1-share 0.157 \
    p_leak_nw 1.05 \
    gr-usage-all-layers 0.0989 \
    report.final.slew_viol_count 0 \
    vdd.ir_drop.worst_uv 311 \
    path_clk_slew_ns 0.08 \
    via_count 1159 \
    drt_first_pass_iters 4 \
    port_buffers 14 \
    critPathMaxFanout 9 \
    top_area_cell "edfxtp_1" \
    hp-start "rd_hand.o_g_rd_ptr[2]" \
    first_iter_violations 47 \
    antenna_cells 0 \
    rsz0062_at_grt "false" \
    cts_setup_buffers 0 \
    chip_area_um2 8560 \
    tritoncts "built" \
    die_w_um 92.5 \
    yosysUniqueCellTypes 30 \
    top_cells_by_area "edfxtp_1 39%, dfrtp_1 32%, mux4_2 7.3%" \
    tool_warnings 26 \
    finalHoldViolations 0 \
    clock-sinks 64 \
    outcome "finished clean" \
]
registers in the layout (all words and copies together), names as in the netlist:
| name | count |
|---|---|
| wr_hand.o_full | 1 |
| memory.mem | 32 |
| rd_hand.o_b_rd_ptr | 4 |
| wr_hand.o_b_wr_ptr | 4 |
| wr_ff.f1 | 4 |
| wr_hand.o_g_wr_ptr | 3 |
| rd_hand.o_empty | 1 |
| rd_ff.f1 | 4 |
| rd_hand.o_g_rd_ptr | 3 |
| rd_ff.f2 | 4 |
| wr_ff.f2 | 4 |
placed cells by master (no fill, tap or decap), drive strengths merged, types with 2 or more instances in the layout:
master	Yosys	final
inv	3	3
clkbuf	2	9
nor3	4	4
or3	3	3
clkinv	0	2
xnor2	10	10
nand2	4	4
nand2b	3	3
nand3	4	4
clkdlybuf4s50	0	14
nor2b	3	3
a22oi	2	2
nor2	8	8
xor2	7	7
edfxtp	32	32
ha	4	4
mux2	4	4
mux4	8	8
dfrtp	31	31
cells by family after synthesis:
logic type | count (synthesis) | synth area share
xor+xnor | 17 | 0.0636
buf+inv | 8 | 0.0163
fa+ha+maj | 4 | 0.0204
flops | 64 | 0.717
compound gates | 8 | 0.0239
simple gates | 31 | 0.0631
mux | 13 | 0.0957
critical path, stage by stage (launching register included):
cell             delay [ns]
dfrtp_1                0.70
mux4_2                 0.59
mux2_2                 0.29
clkdlybuf4s50_1        0.40
per-layer routing:
layer	wire length, um	track usage
met1	1670	0.142
met2	1720	0.145
met3	268	0.0518
met4	37	0.0130
met5	0	0
worst paths after layout:
check,end,slack (ns),cells after the start
worst max-delay path,o_rd_data[1],0.66,3
worst min-delay path,wr_ff.f1[2],0.33,0
worst max register to register,rd_hand.o_empty,1.48,6
worst min register to register,wr_ff.f1[2],0.33,0
max in group clk1,wr_hand.o_full,1.18,8
max in group asynchronous,rd_ff.f1[1],2.25,1
min in group clk0,rd_ff.f2[1],0.35,0
min in group asynchronous,wr_ff.f1[1],0.83,1
power breakdown:
group	switching, mW	internal, mW	total, mW
registers	0.183	1.01	1.19
clock network	0.228	0.302	0.530
logic	0.310	0.431	0.740
layout make-up:
cell class | instances | area [um2]
fillers | 730 | 4940
flip-flops and latches | 64 | 1760
multi-input cells | 73 | 656
repair buffers | 14 | 140
well taps | 102 | 128
clock buffers | 9 | 124
clock inverters | 3 | 42.5
inverters | 3 | 11.3
per-stage QoR:
| stage | instances | util |
|---|---|---|
| finish | 268 | 0.367 |
| global route | 268 | 0.367 |
| CTS | 268 | 0.367 |
| detailed placement | 256 | 0.346 |
| global placement | 256 | 0.346 |
| floorplan | 145 | - |
Power is estimated from default activity; no workload was simulated.
